$ cat flow/config.mk
export PLATFORM = sky130hd
export DESIGN_NAME = lab5part1
export DESIGN_NICKNAME = lab5part1
export VERILOG_FILES = /design/flow/design.v
export SDC_FILE = /design/flow/constraint.sdc
export NUM_CORES = 4
export LEC_CHECK = 1
export CORE_AREA = 10 10 70 70
export DIE_AREA = 0 0 80 80
$ cat flow/constraint.sdc
current_design lab5part1

set clk_period 1.2
set clk_io_pct 0.2

create_clock -name clk0 -period $clk_period [get_ports {clk}]

set non_clock_inputs [all_inputs -no_clocks]
set_input_delay [expr $clk_period * $clk_io_pct] -clock clk0 $non_clock_inputs
set_output_delay [expr $clk_period * $clk_io_pct] -clock clk0 [all_outputs]
$ cat flow/design.v
module lab5part1(X, reset, clk, c, n, Y, W);
	input X, reset, clk;
	output reg [2:0] c;
	output wire [2:0] n;
	output wire Y, W;    
	assign n[2] = (~c[2] & c[1] & X) | (c[2] & ~c[1] & X) | (c[2] & ~c[0] & X);
	assign n[1] = (c[0] & X) | (~c[2] & X) | (~c[1] & X) | (~c[2] & ~c[1] & c[0]) | (c[2] & c[1] & c[0] & ~X);
	assign n[0] = (c[1] & X) | (c[2] & X) | (~c[2] & ~c[1] & ~X);
	assign Y = (~c[2] & c[0]) | (c[1] & ~c[0] & X) | (c[2] & ~c[1] & X) | (~c[2] & ~c[1] & ~X);
	assign W = (~c[2] & c[1]) | (c[2] & ~c[1]) | (c[2] & ~c[0]);
	always @(posedge clk) begin
		if (~reset)
			c <= 3'b100;
		else 
			c <= n;
	end			
endmodule
$ cat flow/run.sh
#!/bin/bash
# OpenROAD 26Q1-2900-gdf79404cd8, Yosys 0.63+post, stock flow scripts
make -C /OpenROAD-flow-scripts/flow DESIGN_CONFIG=/design/flow/config.mk WORK_HOME=/design/flow/orfs finish
==> out/qor_table.md <==
| Metric | Value | Unit |
|---|---|---|
| Result of the run | finished, violations left | - |
| Violations in the final reports | setup timing | - |
| Number of hold-repair buffers added at the cts stage | 0 | - |
| Clock edge transition at the registers on the reported setup and hold paths | 0.04 | ns |
| Buffer cell driving the clock tree root | clkbuf_4 | - |
| Place WS | -0.686 | ns |
| Count of inserted antenna diode cells | 0 | - |
| Count of synthesis-stage warnings from yosys | 1 | - |
| Die outline height | 80 | µm |
| R2r setup slk | -0.03 | ns |
| Largest buffer count on any clock path | 2 | - |
| Chain of cells forming the critical path | inv_4, ha_4, buf_6, o31a_1, buf_2 | - |
| Post-layout instance count excluding filler cells | 95 | - |
| Top-Level Pins | 11 | - |
| Post-synthesis instance total | 24 | - |
| Overall power after layout | 0.511 | mW |
| Remaining global-route overflow | 0 | - |
| Crit-path slowest cell | dfxtp_2 | - |
| Initial antenna violation count | 0 | - |
| Number of buffer and inverter instances along the worst setup path | 3 | - |
| Vias post-DR | 262 | - |
| Hold Path Depth | 2 | - |
| Average cell area after synthesis | 8.71 | µm² |
| Maximum clock rate | 642 | MHz |
| Worst-skew pair later-pin latency | 0.24 | ns |
| Path type of the worst setup path | flop to output pin | - |
| Total number of placement rows | 21 | - |
| Actual transition at the worst max-transition pin | 0.392 | ns |
| Final worst-path cycle share | 130 | % |
| Detailed-route wire length per cell | 9.31 | µm |
| Gate family responsible for the most delay along the worst path | flip-flops | - |
| Remaining antenna violation count after routing | 0 | - |
| Endpoints failing hold | 0 | - |
| Count of unresolved DRC violations after routing | 0 | - |
| Die Footprint | 0.00640 | mm² |
| Final number of setup-violating endpoints | 6 | - |
| TritonRoute pass-1 iters | 3 | - |
| Number of H-tree levels | 1 | - |
| Wire length of the first global-routing pass | 1410 | µm |
| Yosys chip area | 209 | µm² |
| Post-detail-place hpwl | 579 | µm |
| Final weighted congestion of routability-driven global placement | 0.779 | - |
| Cell Type Count | 17 | - |
| Final Max-Slew Violation Tally | 0 | - |
| Area growth syn-to-layout | 167 | % |
| CP Capture Type | output pin | - |
| Stage-log warning count | 30 | - |
| Number of global-route vias before repair | 299 | - |
| Worst hold slack after final layout | 0.569 | ns |
| Total clock buffers created by CTS | 3 | - |
| Cell area after layout | 558 | µm² |
| Post-Place Cells | 88 | - |
| Arrival time of data at the critical path endpoint | 1.32 | ns |
| CP startpoint kind | flop | - |
| CP Max Fanout | 3 | - |
| Setup skew after layout | 0.00633 | ns |
| Starting density of the core | 6.12 | % |
| Setup repair after global routing missed its margin | yes | - |
| Max-capacitance violation count | 0 | - |
| Largest net degree at the start of global routing | 7 | - |
| Worst setup margin | -0.357 | ns |
| # clock sinks | 3 | - |
| Utilization of the core after routing | 16.3 | % |
| Path depth of the worst reg2reg path | 5 | - |
| Leakage | 0.231 | nW |
| Number of flip-flops in the largest register | 3 | - |
| Share of post-route cells with drive strength above 1 | 69.4 | % |
| Register with the highest flop count | c | - |
| Initial drt markers | 1 | - |
| Power density cells | 915 | mW/mm² |
| Final sum of negative setup slack | -1.33 | ns |
| Cell area after synthesis | 209 | µm² |
| Core region area | 0.00342 | mm² |
| Placed inst area | 427 | µm² |
| Total of buffers placed on input and output ports | 10 | - |
| Cell total in the yosys stat output | 24 | - |
| Number of storage elements in the synthesis netlist | 3 | - |
| Horizontal die dimension | 80 | µm |
| Fillers | 387 | - |
| Total length of routed wires | 884 | µm |
| VDD IR max | 0.643 | mV |
| Req. time, crit path | 0.96 | ns |
| Post-layout minimum cycle time | 1.56 | ns |
| Sequential share of the synthesized area | 28.7 | % |
| Type of the most critical hold path | primary input to flop | - |
| Number of cells on the critical path | 5 | - |
| Peak per-stage delay on the critical path | 0.36 | ns |
| CTS tree | built | - |
| Overall Global Routing Usage | 2.80 | % |
| Worst relative slew slack | 73.9 | % |
| Biggest regs | c: 3 flops | - |
| Via count normalized by instance count | 2.76 | - |
==> Yosys cell counts (all sizes together) <==
cell type	instances	area (µm²)
nand2b	1	6.26
ha	4	50.1
o2bb2ai	1	8.76
a21oi	1	5.00
and2	1	6.26
nor2b	1	6.26
or2	1	6.26
nor3	1	5.00
o211a	1	10.0
nor2	2	7.51
nor3b	1	7.51
nand2	1	3.75
dfxtp	3	60.1
o31a	1	8.76
a31oi	1	6.26
inv	3	11.3
==> cell usage in the layout, fill, tap and decap left out, drive strengths merged, types with 2 or more instances in the layout <==
cell,Yosys,final
inv,3,3
clkbuf,0,6
ha,4,4
dfxtp,3,3
buf,0,15
nor2,2,2
dlygate4sd2,0,2
==> kinds of logic (layout without fill, tap and decap cells) <==
logic type / after synthesis / count (layout) / synth area share (%)
AND/OR/NAND/NOR: 9 / 9 / 23.4
AND-OR/OR-AND: 5 / 5 / 18.6
adder cells (fa/ha/maj): 4 / 4 / 24.0
flip-flops: 3 / 3 / 28.7
buffers and inverters: 3 / 28 / 5.39
==> final timing paths <==
check | end | from
setup / recovery | n[2] | c[1]$_SDFF_PN0_
hold reg to reg | c[1]$_SDFF_PN0_ | c[0]$_SDFF_PN0_
hold / removal | c[2]$_SDFF_PN1_ | reset
setup reg to reg | c[2]$_SDFF_PN1_ | c[1]$_SDFF_PN0_
==> timing repair <==
item	CTS	global route
setup buffers	5	1
gates resized	37	12
pin swaps	6	7
endpoints found under the setup margin	9	9
endpoints found under the hold margin	0	0
==> where the power goes <==
part           switching [mW]  internal [mW]  leakage [nW]  total [mW]
clock                  0.0583          0.125        0.0150       0.183
sequential             0.0114          0.110        0.0257       0.122
combinational          0.0838          0.122         0.191       0.206
==> cell type report <==
| class | count | area, µm² | area share [%] |
|---|---|---|---|
| inverters | 3 | 16.3 | 2.91 |
| well taps | 46 | 57.6 | 10.3 |
| flip-flops and latches | 3 | 66.3 | 11.9 |
| clock buffers | 4 | 26.3 | 4.71 |
| multi-input cells | 18 | 223 | 39.9 |
| repair buffers | 21 | 169 | 30.3 |
==> routing by layer <==
layer,global-route usage [%],wire length [µm],vias to the layer above
met1,4.32,488,116
met2,2.49,237,14
li1,-,-,132
met3,2.84,158,0
met5,0,0,-
met4,0,0,0
==> worst register-to-register path, cell delays in order, from the launching register on <==
cell      delay [ns]
dfxtp_2         0.36
inv_4           0.06
ha_4            0.16
buf_6           0.10
o31a_1          0.28
nand2b_1        0.15
Power figures rest on the tool's default switching activity, not on a simulated workload.
