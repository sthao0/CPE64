<file path="run.sh">
#!/bin/bash
# OpenROAD 26Q1-2900-gdf79404cd8, Yosys 0.63+post, stock flow scripts
make -C /OpenROAD-flow-scripts/flow DESIGN_CONFIG=/design/flow/config.mk WORK_HOME=/design/flow/orfs finish
</file>
<file path="design.v">
module Lab4part6 (pin12out, CLK,SDin,SDout);
	input CLK, SDin,pin12out;
	output reg [7:0] SDout;
	debounce g0(pin12out,CLK, clean);
	always @ (posedge clean)  
	begin
	SDout <= SDout << 1;  
	SDout[0] <= SDin;  
end
endmodule 
module debounce(clk, dirty, clean);
	input clk;  
	input dirty;  
	output reg clean;  
	reg [15:0] cnt;
	wire mcount = &cnt;  
	always @(posedge clk)
	if(clean != dirty) cnt <= 0;  
	else
	begin
		cnt <= cnt + 1;  
		if(mcount) clean <= ~clean;  
end
endmodule 
</file>
<file path="constraint.sdc">
current_design Lab4part6

set clk_period 1.8
set clk_io_pct 0.2

create_clock -name clk0 -period $clk_period [get_ports {pin12out}]

set non_clock_inputs [all_inputs -no_clocks]
set_input_delay [expr $clk_period * $clk_io_pct] -clock clk0 $non_clock_inputs
set_output_delay [expr $clk_period * $clk_io_pct] -clock clk0 [all_outputs]
</file>
<file path="config.mk">
export PLATFORM = sky130hd
export DESIGN_NAME = Lab4part6
export DESIGN_NICKNAME = Lab4part6
export VERILOG_FILES = /design/flow/design.v
export SDC_FILE = /design/flow/constraint.sdc
export NUM_CORES = 4
export LEC_CHECK = 1
export CORE_AREA = 10 10 100 100
export DIE_AREA = 0 0 110 110
</file>
==> results_slide.txt <==
Implementation Results

Status
  – Status: complete, no violations

Hold path
  – Min-delay src: g0.cnt[0]
  – Hold Path Cell Cnt: 1
  – Min-Delay Path Class: reg -> reg
  – Worst Hold End: g0.cnt[0]

Logic synthesis
  – Ys flops: 25
  – Cells in synth_stat.txt: 89
  – Sequential area share after synthesis: between 50% and 60%
  – YS chip area: just over 900 sq um
  – Main area contributors: dfxtp_1, xnor2_1, nor2_1, nor4_2, edfxtp_1
  – Netlist cell types: 22
  – Cell type with the largest total area: dfxtp_1
  – Avg Synthesized Cell Area: 10.22 sq um
  – Synth warn: 3
  – Top area contributor share: roughly 53%
  – Mapped Cells: between 80 and 90
  – Mapped cell area: 909.6 sq um

Timing
  – Final Setup Violations: 0
  – RSZ-0062 raised after global routing: no
  – Fmax: 0.6932 GHz
  – Clk_skew: ~4.4 ps
  – Fin Hold WS: between 400 and 500 ps
  – Endpoints left unconstrained: 16
  – Tightest Pin Transition: 311.6 ps
  – Period minus WS final: 1443 ps
  – Max-slew headroom: 79.22%
  – Final worst slack: 357.4 ps
  – Register pins left without a clock: 8
  – Tcrit/Tclk final: about 80%
  – Setup TNS: 0 ps
  – Max-slew violations: 0
  – Hold violation total from the final report: 0

Die
  – # IOs: 11
  – Height of the die: 110 um
  – Chip area: 0.01210 sq mm
  – Die W: 110 um
  – Fp_density: between 10% and 20%
  – Core Box Area: 0.007807 sq mm
  – Num rows: 32

Drt
  – TritonRoute pass-1 iters: 4
  – WL/cell: 7.283 um
  – Post-DRT Antenna Nets: 0
  – Initial DRC count: 23
  – Drt total wl: roughly 1.5 mm
  – Via count: 626
  – Antenna cell count: 0
  – Vias/cell: 3.054
  – Residual DRC: 0

GRT
  – Met1 GRT Util: 3.373%
  – Global-route wire length before repair: 2.587 mm
  – Gr busiest metal: met2
  – Largest net degree at the start of global routing: 15
  – Remaining global-route overflow: 0
  – Initial antenna violation count: 0
  – Met2 Usage GRT: 4.022%
  – Vias in the first global route: just under 600
  – Met3 Resource Use GR: 0.1763%
  – GR Util All Layers: 2.483%

Power and ir drop
  – Maximum VDD drop: approximately 120 uV
  – LEAKAGE: 0.3779 nW
  – Pwr Density: 584.5 mW/mm^2
  – Switch share: 20.02%
  – Sw Pwr: 0.1387 mW
  – Sequential share of power: 56.7%
  – Clock share of power: 40.0%
  – Int Power: 0.5539 mW
  – Gate power share: under 10%

Critical path
  – Register-to-register setup slack: 360 ps
  – RR Startpoint: g0.cnt[0]
  – Top delay family on crit path: simple AND/OR/NAND/NOR gates
  – Crit path DRT: 1980 ps
  – Crit-path slowest cell: dfxtp_1
  – Worst EP arrival: between 1500 and 2000 ps
  – Crit-path cells: ha_1 > nand4_2 > or3_1 > a21oi_1
  – CP Launch Point: g0.cnt[0]
  – CP Class: reg -> reg
  – Worst path bufs/invs: 0
  – Worst Path Max Fanout: 6
  – Critical Path Start Type: flop
  – CP peak stage delay: 400 ps
  – Worst R2R Path Depth: 4
  – RR Endpoint: g0.cnt[8]
  – Critical path capture point type: flop

Layout
  – Flop area: 510.5 sq um
  – Share of post-route cells with drive strength above 1: roughly an eighth
  – Synth-to-layout area growth: 30.26%
  – Design area: 0.001185 sq mm
  – MI comb area: approximately 380 sq um
  – Filler Cell Count: between 800 and 900

Placement
  – IO Port Bufs: 10
  – Global placement routability congestion: 0.7648
  – Hpwl dp: 1.110 mm
  – Post-placement cell area: 0.001140 sq mm
  – Pre-CTS WS: approximately 270 ps

Clock tree
  – Cts repair resizes: 0
  – Longest Clk Path Bufs: 2
  – Hold buffers post-CTS: 0
  – # Post-CTS Setup Buffers: 0
  – CTS tree: yes
  – TritonCTS Buffers: 3
  – Worst-path clk slew: 60 ps
  – Clock root cell: clkbuf_8
  – Clk Latency, worst-skew pair: about 250 ps
  – H-tree depth: 1

Flow run
  – MaxCap Viol Count: 0
  – Tool warnings: 25
-- synthesized netlist by cell type --
master and instances:
ha_1 1, nor2_1 14, nor4_2 3, xor2_1 3
nand3_1 5, nand3_2 1, xnor2_1 9, dfxtp_1 24
or2_2 1, nand4_1 1, nor2_2 2, o21ai_0 2
a21oi_1 2, inv_1 4, mux2i_1 1, nor3_1 3
nand2_1 6, and2_1 1, edfxtp_1 1, or3_1 2
buf_2 1, nand4_2 2
-- routing by layer --
metal	part of all wire [%]	wire length, um
met5	0	0
met4	4.3	64
met3	3.0	45
met2	46	692
met1	46	690
-- power groups by stage --
stage	clock network (mW)	registers, mW	logic, mW
4_1_cts	0.288	0.393	0.0240
5_1_grt	0.303	0.393	0.0264
6_report	0.277	0.392	0.0233
-- cell families after synthesis --
group	share of synthesized area, %
AND-OR/OR-AND	2.201
AND/OR/NAND/NOR	25.45
XOR/XNOR	11.56
adder cells (fa/ha/maj)	1.375
buffers and inverters	2.200
flip-flops	56.12
multiplexers	1.100
-- per-stage QoR --
| step | total power [mW] | utilization [%] | instances |
|---|---|---|---|
| 6_report | 0.6926 | 15.18 | 205 |
| 4_1_cts | 0.7046 | 15.18 | 205 |
| 5_1_grt | 0.7232 | 15.18 | 205 |
| 3_5_place_dp | 0.4250 | 14.60 | 201 |
| 2_1_floorplan | 0.4141 | - | 89 |
| 3_3_place_gp | 0.4245 | 14.60 | 201 |
-- cell usage in the layout (no fill, tap or decap) --
cell / Yosys / final
or3_1: 2 / 2
o21ai_0: 2 / 2
nor4_2: 3 / 3
clkbuf_1: 0 / 1
nor2_2: 2 / 2
nand3_1: 5 / 5
mux2i_1: 1 / 1
dfxtp_1: 24 / 24
a21oi_1: 2 / 2
clkbuf_8: 0 / 3
ha_1: 1 / 1
and2_1: 1 / 1
nand4_2: 2 / 2
xnor2_1: 9 / 9
nand2_1: 6 / 6
nor3_1: 3 / 3
inv_1: 4 / 4
nand4_1: 1 / 1
nor2_1: 14 / 14
buf_4: 0 / 1
or2_2: 1 / 1
xor2_1: 3 / 3
edfxtp_1: 1 / 1
clkdlybuf4s50_1: 0 / 10
nand3_2: 1 / 1
-- flip-flops by register name, summed over array words and instances (netlist names) --
name      cells
SDout         8
g0.clean      1
g0.cnt       16
-- worst max-delay path by stage --
stage	to	depth (start not counted)	slack, ps
4_1_cts	g0.cnt[8]	4	330
5_1_grt	g0.cnt[8]	4	230
6_report	g0.cnt[8]	4	360
-- area by class of cell --
class | instances | share of cell area (%)
Timing Repair Buffer | 11 | 9.081
Inverter | 4 | 1.267
Sequential cell | 25 | 43.08
Tap cell | 102 | 10.77
Clock buffer | 4 | 3.801
Multi-Input combinational cell | 59 | 32.00
Power and IR drop assume default switching activity.
