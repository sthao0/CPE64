[./design.v]
module Lab4part5 (reset,CLK,Q);
	input wire CLK,reset;
	output reg[3:0] Q;
	wire [3:0] D;
	assign D[0] = ~Q[0];  
	assign D[1] = (Q[1] & ~Q[0])|(Q[0] & ~Q[1]);  
	assign D[2] = (~Q[2] & Q[1] & Q[0])|(Q[2] & ~Q[1])|(Q[2] & ~Q[0]);  
	assign D[3] = (~Q[3] & Q[2] & Q[0] & Q[1])|(~Q[2] & Q[3])|(~Q[0] & Q[3])|(~Q[1] & Q[3]);  
	always @ (posedge CLK)Q <= D;  
	endmodule
[./run.sh]
#!/bin/bash
# OpenROAD 26Q1-2900-gdf79404cd8, Yosys 0.63+post, stock flow scripts
make -C /OpenROAD-flow-scripts/flow DESIGN_CONFIG=/design/flow/config.mk WORK_HOME=/design/flow/orfs finish
[./config.mk]
export PLATFORM = sky130hd
export DESIGN_NAME = Lab4part5
export DESIGN_NICKNAME = Lab4part5
export VERILOG_FILES = /design/flow/design.v
export SDC_FILE = /design/flow/constraint.sdc
export NUM_CORES = 4
export LEC_CHECK = 1
export CORE_AREA = 10 10 70 70
export DIE_AREA = 0 0 80 80
[./constraint.sdc]
current_design Lab4part5

set clk_period 1.1
set clk_io_pct 0.2

create_clock -name clk0 -period $clk_period [get_ports {CLK}]

set non_clock_inputs [all_inputs -no_clocks]
set_input_delay [expr $clk_period * $clk_io_pct] -clock clk0 $non_clock_inputs
set_output_delay [expr $clk_period * $clk_io_pct] -clock clk0 [all_outputs]
==> ci_impl_report.md <==
## Implementation flow summary

| Metric | Value |
|---|---|
| Status | complete, no violations |
| Mapped Avg Cell Area | 12.4 µm² |
| Period utilization | 0.897 |
| Fmax | 1010 MHz |
| Clock Skews | 0.00215 ns |
| Final Setup Violations | 0 |
| Reg2Reg Depth | 3 |
| ANT nets after route | 0 |
| DR iter-0 viols | 1 |
| Synth area leader | dfxtp_1 |
| Crit Path Max Fanout | 2 |
| Yosys Instances | 10 |
| Routed WL | 283 µm |
| Clk pwr share | 0.549 |
| Final Hold Vio Count | 0 |
| Reg2reg start | Q[0]$_DFF_P_ |
| Internal power | 0.000268 W |
| CTS HTree Levels | 1 |
| Vias | 106 |
| RSZ-0062 raised after global routing | false |
| Top delay family on crit path | flip-flops |
| Initial antenna violation count | 1 |
| Worst Hold End | Q[3]$_DFF_P_ |
| Number of flip-flops in the largest register | 4 |
| Avg Vias per Cell | 1.56 |
| Worst path max stage delay | 0.30 ns |
| Final Worst Setup Slack | 0.113 ns |
| Die area | 0.00640 mm² |
| Fillers | 407 |
| Number of logged tool warnings | 26 |
| Sw power | 0.0000560 W |
| Final Slew Violations | 0 |
| Drt pass-1 iters | 2 |
| Worst Path Required | 0.88 ns |
| Startpoint Class | register |
| Clk root buf | clkbuf_4 |
| WS Path Type | reg -> out |
| Distinct lib cells | 6 |
| Row cnt | 21 |
| Clk buf depth | 2 |
| Cell area leaders | dfxtp_1 (65%), xnor2_1 (14%), nand3_2 (8.1%) |
| First-pass GRT wire length | 441 µm |
| Fin crit period | 0.987 ns |
| Clock-pin transition on the worst setup and hold timing paths | 0.04 ns |
| Vias in the first global route | 99 |
| Sum Neg Setup Slack | 0 ns |
| Max IR drop VDD | 155 µV |
| Crit-path cells | dlygate4sd2_1 |
| Std-Cell Core Area | 0.00342 mm² |
| Slowest library cell on the worst path | dfxtp_2 |
| I/O Buffers | 4 |
| Sequential Power Share | 0.451 |
| Relative slew slack | 0.930 |
| Remaining DRCs | 0 |
| Clock latency on the worst-skew pair | 0.23 ns |
| Ys Warns | 1 |
| Io pins | 6 |
| Post-CTS Hold Buffers | 0 |
| Reg2reg end | Q[3]$_DFF_P_ |
| PwrDens | 1170 mW/mm² |
| Critical Path Sink Type | primary output |
| Syn Std Cell Area | 124 µm² |
| WP buf/inv | 1 |
| Die y size | 80 µm |
| Synth flops | 4 |
| Pre-Place Util | 0.0363 |
| Pre-CTS WS | 0.0873 ns |
| Syn Inst Count | 10 |
| Largest net degree at the start of global routing | 5 |
| DR WL/cell | 4.16 µm |
| Switch share | 0.173 |
| Share of layout cells above drive strength 1 | 0.571 |
| Final core occ | 0.0810 |
| CTS tree | done |
| Top reg by flops | Q |
| Yosys-reported design area after synthesis | 124 µm² |
| Area Growth Syn to Fin | 123% |
| Worst Hold Class | reg -> reg |
| Critical hold path startpoint | Q[3]$_DFF_P_ |
| Grt total ovfl | 0 |
| Max Cap Viol | 0 |
| Logic gate share of total power | 0 |
| Most frequent cells in the layout | dfxtp_2 (4), dlygate4sd2_1 (4), buf_4 (4), clkbuf_4 (3), xnor2_1 (2) |
| GRT Util Overall | 0.0109 |
| Lkg Pwr | 0.114 nW |
| Area share, top type | 0.646 |
| Final RePlAce weighted congestion | 0.673 |
| Post-synth seq share | 0.646 |
| Hold path cells | 2 |
| Total clock sinks | 4 |
| Horiz. Die Dim | 80 µm |
| Arr. time, crit path | 0.77 ns |
| Top flop regs | Q x4 |
| Cts bufs inserted | 3 |
| R2r setup slk | 0.37 ns |
| Worst-Margin Slew | 0.104 ns |
## power groups by stage
| stage | clock, W | sequential (W) | combinational (W) |
|---|---|---|---|
| after CTS | 0.000190 | 0.000146 | 0.0000000000656 |
| after global routing | 0.000201 | 0.000146 | 0.0000000000656 |
| final | 0.000178 | 0.000146 | 0.0000000000656 |
## cell usage after synthesis
library cell / n
xor2_1: 1
xnor2_1: 2
dfxtp_1: 4
inv_1: 1
nand3_2: 1
nand2_1: 1
## timing repair
item / 4_1_cts / 5_1_grt
gates resized: 8 / 0
buffers inserted: 1 / 0
setup endpoints to repair: 4 / 0
## through the flow
step | power, W | cell area, µm² | hold slack (ns) | cells
after floorplan | 0.000148 | 124 | 0.399 | 10
after global placement | 0.000148 | 244 | 0.443 | 63
after detailed placement | 0.000148 | 244 | 0.448 | 63
after CTS | 0.000335 | 274 | 0.506 | 67
after global routing | 0.000347 | 277 | 0.525 | 68
final | 0.000324 | 277 | 0.503 | 68
## logic make-up (layout without fill, tap and decap cells)
family | after synthesis | count (layout) | share of synthesized area
buffers and inverters | 1 | 12 | 0.0303
XOR/XNOR | 3 | 3 | 0.212
other | 0 | 1 | 0
AND/OR/NAND/NOR | 2 | 2 | 0.111
flip-flops | 4 | 4 | 0.646
## cell type report
type | instances | area (µm²) | area share
diodes | 1 | 2.50 | 0.00905
inverters | 1 | 3.75 | 0.0136
clock buffers | 3 | 22.5 | 0.0814
flip-flops and latches | 4 | 85.1 | 0.308
multi-input cells | 5 | 40.0 | 0.145
well taps | 46 | 57.6 | 0.208
repair buffers | 8 | 65.1 | 0.235
## layer usage
layer | track usage | up-vias | wire length, µm
li1 | - | 54 | -
met1 | 0.00733 | 47 | 111
met2 | 0.00883 | 5 | 84
met3 | 0.0261 | 0 | 87
met4 | 0.00352 | 0 | 0
met5 | 0 | - | 0
## worst max-delay path by stage
stage | endpoint | slack, ns | depth (start not counted) | startpoint
4_1_cts | Q[2] | 0.09 | 1 | Q[2]$_DFF_P_
5_1_grt | Q[2] | 0.07 | 1 | Q[2]$_DFF_P_
6_report | Q[1] | 0.11 | 1 | Q[1]$_DFF_P_
Power figures rest on the tool's default switching activity, not on a simulated workload.
